$ cat ./config.mk
export PLATFORM = sky130hd
export DESIGN_NAME = simple_dp_mem
export DESIGN_NICKNAME = simple_dp_mem
export VERILOG_FILES = /design/flow/design.v
export SDC_FILE = /design/flow/constraint.sdc
export NUM_CORES = 4
export LEC_CHECK = 1
export CORE_UTILIZATION = 50
export SYNTH_MEMORY_MAX_BITS = 65536
$ cat ./run.sh
#!/bin/bash
# OpenROAD 26Q1-2900-gdf79404cd8, Yosys 0.63+post, stock flow scripts
make -C /OpenROAD-flow-scripts/flow DESIGN_CONFIG=/design/flow/config.mk WORK_HOME=/design/flow/orfs finish
$ cat ./constraint.sdc
current_design simple_dp_mem

set clk_period 80.5
set clk_io_pct 0.2

create_clock -name clk0 -period $clk_period [get_ports {i_clk}]

set non_clock_inputs [all_inputs -no_clocks]
set_input_delay [expr $clk_period * $clk_io_pct] -clock clk0 $non_clock_inputs
set_output_delay [expr $clk_period * $clk_io_pct] -clock clk0 [all_outputs]
$ cat ./design.v
module simple_dp_mem (
    input i_clk, i_w_en,
    input [9:0] i_w_addr,
    input [15:0] i_d_in,
    input [9:0] i_r_addr,
    output reg [15:0] o_d_out
);
    reg [15:0] r_data[0:1023];
    always @(posedge  i_clk) begin
        o_d_out <= r_data[i_r_addr];
    end
    always @(posedge i_clk) begin
        if (i_w_en) begin
            r_data[i_w_addr] <= i_d_in;
        end
    end
endmodule
==> flow_metrics.env <==
# flow metrics
export IMPL_htreeDepth=7
export IMPL_yosysWarnings=1
export IMPL_maxSlewViolCount=8
export IMPL_min_path_type="reg -> reg"
export IMPL_finalClockPeriodUsage_pct=28.92
export IMPL_ys_seq_share_pct=77.86
export IMPL_drive_gt1_share_pct=29.57
export IMPL_layout_top_cell="edfxtp_1"
export IMPL_wirelength_mm=1976
export IMPL_max_cap_viol_count=4
export IMPL_final_antenna_net_count=0
export IMPL_period_minus_slack_ns=23.28
export IMPL_crit_type="in -> reg"
export IMPL_skew_ns=0.1465
export IMPL_cts_buffer_depth=6
export IMPL_max_slew_margin_rel_pct=-6.184
export IMPL_gp_congestion=0.9334
export IMPL_ir_worst_vdd_uv=22.12
export IMPL_dr_first_iter_drc_count=23270
export IMPL_syn_inst=28450
export IMPL_die_w_mm=1.127
export IMPL_cts_tree="done"
export IMPL_hold_violations=0
export IMPL_area_growth_synth_to_final_pct=13.78
export IMPL_io_buffers=53
export IMPL_violations="max-capacitance violations, max-slew violations"
export IMPL_finalSetupViolCount=0
export IMPL_cts_sinks=16400
export IMPL_pin_count=54
export IMPL_edf_count=16380
export IMPL_rsz0062_at_grt="false"
export IMPL_grt_first_pass_wirelength_mm=2710
export IMPL_dieArea_um2=1269000
export IMPL_yosysTopAreaCellShare_pct=77.81
export IMPL_core_area_um2=1259000
export IMPL_status="finished with violations"
export IMPL_firstDrtPassIters=6
export IMPL_antenna_found_initial=190
export IMPL_numCtsBuffers=1726
export IMPL_cts_clk_slew_worst_paths_ns=0.06
export IMPL_fp_utilization_pct=50.21
export IMPL_final_util_pct=57.13
export IMPL_seqCellArea_um2=492300
export IMPL_top_area_cell="edfxtp_1"
export IMPL_worstPathArrival_ns=24.47
export IMPL_path_max_fanout=54
export IMPL_ys_area_um2=632300
export IMPL_fmax_ghz=0.04296
export IMPL_power_leakage_nw=227.3
export IMPL_synth_distinct_cells=76
export IMPL_crit_path_end_kind="flip-flop"
export IMPL_ctsResizeCount=0
export IMPL_critPathRequiredTime_ns=81.69
export IMPL_dp_final_hpwl_mm=1222
export IMPL_fin_setup_tns_ns=0
export IMPL_rows=412
export IMPL_numSynthFlops=16400
export IMPL_warnings=47
export IMPL_clk_latency_ns=1.40
export IMPL_syn_avg_cell_area_um2=22.22
export IMPL_first_global_vias=341900
export IMPL_most_common_layout_cells="edfxtp_1 (16,380), mux4_2 (3,890), buf_4 (2,325)"
export IMPL_logic_area_um2=132300
export IMPL_nFillCells=88960
export IMPL_syn_area_um2=632300
export IMPL_fp_dieH_mm=1.127
export IMPL_vias=313100
export IMPL_grt_usage_pct=35.57
export IMPL_drc_errors=0
export IMPL_vias_per_cell=6.349
export IMPL_cts_hold_buf=0
export IMPL_wl_per_cell_um=40.07
export IMPL_powerDensity_nw_per_um2=25.06
export IMPL_cp_start_kind="input port"
export IMPL_worstMarginPinSlew_ns=1.593
export IMPL_synth_async_reset_ratio_pct=0
export IMPL_yosys_top_cells_area="edfxtp_1 (78%), mux4_2 (14%), mux2i_1 (2.3%)"
export IMPL_clockRootBuffer="clkbuf_16"
export IMPL_synth_stat_cells=28450
export IMPL_cts_setup_buffers=0
export IMPL_grt_max_degree=145
export IMPL_grt_overflow=0
export IMPL_ff_type="edfxtp_1"
## routing by layer
layer | vias to the layer above | part of all wire (%) | global-route usage, % | wire [um]
met5 | - | 0.81 | 11.52 | 15950
met4 | 326 | 5.5 | 15.00 | 109100
met3 | 3990 | 23 | 34.94 | 458600
met2 | 25520 | 44 | 46.01 | 869300
met1 | 157200 | 26 | 38.72 | 522700
li1 | 126000 | - | - | -
## kinds of logic after synthesis
kind of cell | count (synthesis) | share of synthesized area [%]
flops | 16400 | 77.86
mux | 5411 | 16.28
simple gates | 2752 | 1.838
compound gates | 2131 | 2.333
buf+inv | 1757 | 1.692
## worst max-delay path, cell delays in order
cell and delay (ns):
buf_16 0.33, buf_4 0.56, buf_4 0.58, buf_4 0.57, buf_4 0.60, buf_4 0.52, buf_4 0.61, buf_12 0.44
buf_4 0.64, mux4_2 0.57, mux4_2 0.52, mux4_2 0.56, o2111ai_1 0.88, nand3b_1 0.43, nand4_1 0.17
## path summary, 6_finish.rpt
kind,to,startpoint,depth (start not counted),slack [ns]
setup / recovery,o_d_out[11],i_r_addr[0],15,57.22
hold / removal,o_d_out[11],r_data[614][11],7,1.17
setup reg to reg,o_d_out[13],r_data[279][13],7,75.86
hold reg to reg,o_d_out[11],r_data[614][11],7,1.17
## registers in the layout, summed over array words and instances (netlist names)
register,cells
o_d_out,16
r_data,16384
## where the power goes
part / total (W) / internal [W] / leakage (nW) / switching (W)
Sequential: 0.00941 / 0.00940 / 147 / 0.0000127
Clock: 0.00766 / 0.00444 / 26.3 / 0.00321
Combinational: 0.000960 / 0.000300 / 53.7 / 0.000660
Total: 0.0180 / 0.0141 / 227 / 0.00389
## cells in the mapped netlist (29+ instances only)
cell          n
a31oi_1     103
nor4_1       34
buf_8        29
a32oi_1      49
o221ai_1    481
and2_1       38
nor3_1      170
mux2_2       70
o21ai_0     239
mux2i_1    1451
nand2_1     855
o211ai_1     36
nand3_1     222
buf_2       437
o22ai_1     399
buf_1       148
a21oi_1     405
a311oi_1     47
edfxtp_1  16380
buf_4       229
nand4_1      40
buf_6       296
mux4_2     3890
clkbuf_1    601
nor2_1     1213
and3_1       80
a22oi_1      77
a211oi_1     60
a221oi_1     61
## cell type report
type	instances	area share, %
sequential	16400	68.43
multi-input combinational	10290	18.38
clock buffer	2086	6.280
tap	16770	2.916
timing repair buffer	2441	2.684
clock inverter	969	1.178
antenna	343	0.1193
inverter	8	0.009391
## per-stage QoR
| stage | area (um2) | power (W) | setup WS, ns | cells | hold WS, ns |
|---|---|---|---|---|---|
| finish | 719400 | 0.01803 | 57.22 | 49310 | 1.167 |
| global route | 719100 | 0.01846 | 56.62 | 49160 | 1.264 |
| CTS | 718600 | 0.01809 | 57.06 | 48960 | 1.176 |
| detailed placement | 664900 | 0.01053 | 55.60 | 45910 | 1.198 |
| global placement | 664700 | 0.01053 | 54.95 | 45900 | 1.213 |
| floorplan | 632300 | 0.01004 | 61.45 | 28450 | 0.7731 |
Power figures rest on the tool's default switching activity, not on a simulated workload.
