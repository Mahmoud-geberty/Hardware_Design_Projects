### flow/run.sh
#!/bin/bash
# OpenROAD 26Q1-2900-gdf79404cd8, Yosys 0.63+post, stock flow scripts
make -C /OpenROAD-flow-scripts/flow DESIGN_CONFIG=/design/flow/config.mk WORK_HOME=/design/flow/orfs finish
### flow/config.mk
export PLATFORM = sky130hd
export DESIGN_NAME = singleport_mem
export DESIGN_NICKNAME = singleport_mem
export VERILOG_FILES = /design/flow/design.v
export SDC_FILE = /design/flow/constraint.sdc
export NUM_CORES = 4
export LEC_CHECK = 1
export CORE_UTILIZATION = 40
export SYNTH_MEMORY_MAX_BITS = 65536
### flow/constraint.sdc
current_design singleport_mem

set clk_period 73.3
set clk_io_pct 0.2

create_clock -name clk0 -period $clk_period [get_ports {i_clk}]

set non_clock_inputs [all_inputs -no_clocks]
set_input_delay [expr $clk_period * $clk_io_pct] -clock clk0 $non_clock_inputs
set_output_delay [expr $clk_period * $clk_io_pct] -clock clk0 [all_outputs]
### flow/design.v
module singleport_mem (
    input i_clk, i_read, i_write,
    input [9:0] i_addr, 
    inout [15:0] io_data
);
    reg        r_read;
    reg [15:0] r_dout;
    reg [15:0] mem [0:1023];
    always @(posedge i_clk) begin
        if (i_write) begin
            r_read <= 0;
            mem[i_addr] <= io_data;
        end
        r_read <= i_read;
        r_dout <= mem[i_addr];
    end
    assign io_data = r_read? r_dout: 16'bz;
endmodule
==> run notes <==
Notes on the physical design

The netlist area before placement is 626200 µm². The post-cts gate resize count is 0. The vertical die dimension reported for this design is 1.253 mm. The CTS H-tree depth is 7. The floorplan has approximately 460 rows.

The number of buffers on the longest clock path is 6. Ranked by instance count, the synthesized netlist is headed by sky130_fd_sc_hd__edfxtp_1 (16384), sky130_fd_sc_hd__mux2i_1 (5623), sky130_fd_sc_hd__o22ai_1 (2248), sky130_fd_sc_hd__nor2_1 (1568), sky130_fd_sc_hd__mux4_2 (1384). The run stopped with a tool error. The post-synthesis chip area from yosys is 626200 µm². For this run, asynchronously set or reset flops after synthesis account for 0.

The synthesized instance count is 32148. The post-placement cell area is 662500 µm². For this configuration, the core starts out at a cell density of 0.4010.

The count of flip-flops with a built-in enable after synthesis is 16384. Per the Yosys statistics, synthesis produced 32148 cells. The tool reported: "[error] [KeplerFormal.cpp:679] Workflow failed: Iso has multiple drivers: .io_data14, io_data[14]$_DFF_P_.Q0".

The number of warning messages in the yosys log is 2. The flip-flop and latch count after synthesis is about 16000. At the placement stage, the worst setup path has a slack of roughly 49 ns. Clock tree synthesis found a total of 16400 sinks. The mean post-synth cell area is 19.48 µm². Input and output buffers added on the ports amount to 11.

After clock tree synthesis, the flow added hold-fix buffers numbering 0. The HPWL after detailed placement is roughly 1100 mm. In this run the clock root is driven by a sky130_fd_sc_hd__clkbuf_16. Progress stopped at clock tree synthesis (4_1_cts). The main area contributors are sky130_fd_sc_hd__edfxtp_1 (79%), sky130_fd_sc_hd__mux2i_1 (9.0%), sky130_fd_sc_hd__mux4_2 (5.0%). The main flop type after synthesis is sky130_fd_sc_hd__edfxtp_1. The die is 1.253 mm wide. The share of the Yosys chip area taken by registers is 0.7862. The share of synthesized area in the top cell type comes to 0.7857. The number of buffers added by the clock tree synthesis step is 1711. The post-CTS repair timing setup buffer count is 0.

The number of different library cells used by synthesis comes to 64. The placer's final routability congestion estimate is between 0.9 and 1. Per the synthesis report, the dominant area consumer among library cells is sky130_fd_sc_hd__edfxtp_1.

The floorplan report gives the top-level pin count as 29. The dominant cell by count in the synthesized netlist is sky130_fd_sc_hd__edfxtp_1.
-- kinds of logic after synthesis --
logic type,after synthesis,share of synthesized area
flip-flops,16400,0.7862
multiplexers,7026,0.1400
AND-OR/OR-AND,3717,0.03819
AND/OR/NAND/NOR,3026,0.02197
buffers and inverters,1979,0.01366
-- through the flow --
| step | power (mW) | cells |
|---|---|---|
| detailed placement | 12.26 | 53256 |
| global placement | 12.36 | 53256 |
| floorplan | 11.84 | 32148 |
Power is estimated from default activity; no workload was simulated.
